[./run.sh]
#!/bin/bash
# OpenROAD 26Q1-2900-gdf79404cd8, Yosys 0.63+post, stock flow scripts
make -C /OpenROAD-flow-scripts/flow DESIGN_CONFIG=/design/flow/config.mk WORK_HOME=/design/flow/orfs finish
[./config.mk]
export PLATFORM = sky130hd
export DESIGN_NAME = apb_sync_uart
export DESIGN_NICKNAME = apb_sync_uart
export VERILOG_FILES = /design/flow/design.v
export SDC_FILE = /design/flow/constraint.sdc
export NUM_CORES = 4
export LEC_CHECK = 1
export CORE_UTILIZATION = 50
[./constraint.sdc]
current_design apb_sync_uart

set clk_period 9.4
set clk_io_pct 0.2

create_clock -name clk0 -period $clk_period [get_ports {pclk}]

set non_clock_inputs [all_inputs -no_clocks]
set_input_delay [expr $clk_period * $clk_io_pct] -clock clk0 $non_clock_inputs
set_output_delay [expr $clk_period * $clk_io_pct] -clock clk0 [all_outputs]
[./design.v]
module apb_sync_uart (
    input  wire         pclk,
    input  wire         presetn,
    input  wire         psel,
    input  wire         penable,
    input  wire         pwrite,
    input  wire  [11:0] paddr,
    input  wire  [31:0] pwdata,
    output wire         pready,
    output wire         pslverr,
    output wire  [31:0] prdata,
    output wire         tx_int,
    output wire         rx_int,
    output wire         tx,
    input wire          rx
);
localparam UART_CTRL_OFFSET = 12'h0;
localparam UART_CTRL_RESET  = 32'h0;
localparam UART_STAT_OFFSET = 12'h4;
localparam UART_STAT_RESET  = 32'h0;
localparam UART_DATA_OFFSET = 12'h8;
localparam UART_DATA_RESET  = 32'h0;
localparam UART_BAUD_OFFSET = 12'hC;
localparam UART_BAUD_RESET  = 32'h0;
localparam UART_INT_OFFSET = 12'h10;
localparam UART_INT_RESET  = 32'h0;
    localparam IDLE  = 4'h0;
    localparam START = 4'h1;
    localparam DATA0 = 4'h2;
    localparam DATA1 = 4'h3;
    localparam DATA2 = 4'h4;
    localparam DATA3 = 4'h5;
    localparam DATA4 = 4'h6;
    localparam DATA5 = 4'h7;
    localparam DATA6 = 4'h8;
    localparam DATA7 = 4'h9;
    localparam STOP  = 4'hA;
    reg  [3:0]  tx_state;
    reg  [3:0]  nxt_tx_state;
    reg  [3:0]  rx_state;
    reg  [3:0]  nxt_rx_state;
    reg  [3:0]  reg_ctrl;
    reg  [7:0]  reg_tx_buf;
    reg  [7:0]  reg_rx_buf;
    reg [19:0]  reg_baud;
    reg         reg_tx_int;
    reg         reg_rx_int;
    reg [31:0]  read_data;
    reg         baud_update;
    reg [19:0]  baud_cnt;
    reg  [7:0]  tx_shift_data;
    reg  [7:0]  rx_shift_data;
    reg         rx_buf_full;
    reg         tx_buf_full;
    reg         baud_tick;
    wire        write_enable;
    wire        read_enable;
    wire        ctrl_write;
    wire        tx_buf_write;
    wire        baud_write;
    wire        int_write;
    wire        baud_reload;
    wire        tx_valid;
    wire        rx_valid;
    wire        tx_buf_clear;
    wire        rx_buf_clear;
    wire        rx_buf_write;
    wire        tx_int_set;
    wire        rx_int_set;
    assign pslverr          = 1'b0;
    assign pready           = 1'b1;
    assign prdata           = (read_enable) ? read_data : {32{1'b0}};
    assign write_enable     = psel & ~penable & pwrite;
    assign read_enable      = psel & ~pwrite;
    assign ctrl_write       = write_enable & (paddr[11:2] == UART_CTRL_OFFSET[11:2]);
    assign tx_buf_write     = write_enable & (paddr[11:2] == UART_DATA_OFFSET[11:2]);
    assign baud_write       = write_enable & (paddr[11:2] == UART_BAUD_OFFSET[11:2]);
    assign int_write       = write_enable & (paddr[11:2] == UART_INT_OFFSET[11:2]);
    assign tx = (tx_state == START) ? 1'b0 :
                (tx_state == STOP)  ? 1'b1 :
                (tx_state == IDLE)  ? 1'b1 : tx_shift_data[0];
    always @(posedge pclk or negedge presetn) begin
        if (~presetn) begin
            reg_ctrl <= UART_CTRL_RESET[3:0];
        end
        else if (ctrl_write) begin
            reg_ctrl <= pwdata[3:0];
        end
    end
    always @(posedge pclk or negedge presetn) begin
        if (~presetn) begin
            reg_tx_buf <= UART_DATA_RESET[7:0];
        end
        else if (tx_buf_write) begin
            reg_tx_buf <= pwdata[7:0];
        end
    end
    always @(posedge pclk or negedge presetn) begin
        if (~presetn) begin
            reg_baud <= UART_BAUD_RESET[19:0];
        end
        else if (baud_write) begin
            reg_baud <= pwdata[19:0];
        end
    end
    assign tx_int_set = reg_ctrl[2] & tx_buf_clear;
    always @(posedge pclk or negedge presetn) begin
        if (~presetn) begin
            reg_tx_int <= UART_INT_RESET[0];
        end
        else if ((int_write & pwdata[0]) | tx_int_set) begin
            reg_tx_int <= tx_int_set;
        end
    end
    assign rx_int_set = reg_ctrl[3] & rx_buf_write;
    always @(posedge pclk or negedge presetn) begin
        if (~presetn) begin
            reg_rx_int <= UART_INT_RESET[1];
        end
        else if ((int_write & pwdata[1]) | rx_int_set) begin
            reg_rx_int <= rx_int_set;
        end
    end
    always @(*) begin
        case (paddr[11:2])
            UART_CTRL_OFFSET[11:2]: begin
                read_data = {28'h0, reg_ctrl};
            end
            UART_STAT_OFFSET[11:2]: begin
                read_data = {30'h0, rx_buf_full, tx_buf_full};
            end
            UART_DATA_OFFSET[11:2]: begin
                read_data = {24'h0, reg_rx_buf};
            end
            UART_BAUD_OFFSET[11:2]: begin
                read_data = {12'h0, reg_baud};
            end
            UART_INT_OFFSET[11:2]: begin
                read_data = {30'h0, reg_rx_int, reg_tx_int};
            end
            default: begin
                read_data = 32'h0;
            end
        endcase
    end
    always @(posedge pclk or negedge presetn) begin
        if (~presetn) begin
            baud_update <= 1'b0;
        end
        else begin
            baud_update <= baud_write;
        end
    end
    always @(posedge pclk or negedge presetn) begin
        if (~presetn) begin
            baud_tick <= 1'b0;
        end
        else begin
            baud_tick <= baud_reload;
        end
    end
    assign baud_reload = (reg_ctrl[1:0] != 2'b00) & (baud_cnt == 20'h0);
    always @(posedge pclk or negedge presetn) begin
        if (~presetn) begin
            baud_cnt <= 20'b0;
        end
        else if (baud_update | baud_reload) begin
            baud_cnt <= reg_baud;
        end
        else if (reg_ctrl[1:0] != 2'b00) begin
            baud_cnt <= baud_cnt - 20'h1;
        end
    end
    assign tx_shift = (nxt_tx_state != IDLE) & (nxt_tx_state != START) & (nxt_tx_state != STOP);
    assign rx_shift = (nxt_rx_state != IDLE) & (nxt_rx_state != START) & (nxt_rx_state != STOP);
    always @(posedge pclk or negedge presetn) begin
        if (~presetn) begin
            tx_shift_data <= 8'hFF;
        end
        else if (tx_state == START) begin
            tx_shift_data <= reg_tx_buf;
        end
        else if (tx_shift & baud_tick) begin
            tx_shift_data <= {1'b1, tx_shift_data[7:1]};
        end
    end
    assign tx_buf_clear = (tx_state == START) & baud_tick;
    always @(posedge pclk or negedge presetn) begin
        if (~presetn) begin
            tx_buf_full <= 1'b0;
        end
        else if (tx_buf_write) begin
            tx_buf_full <= 1'b1;
        end
        else if (tx_buf_clear) begin
            tx_buf_full <= 1'b0;
        end
    end
    always @(posedge pclk or negedge presetn) begin
        if (~presetn) begin
            rx_shift_data <= 8'hFF;
        end
        else if (rx_shift & baud_tick) begin
            rx_shift_data <= {rx, rx_shift_data[7:1]};
        end
    end
    assign rx_buf_write = (nxt_rx_state == STOP) & baud_tick;
    always @(posedge pclk or negedge presetn) begin
        if (~presetn) begin
            reg_rx_buf <= UART_DATA_RESET[7:0];
        end
        else if (rx_buf_write) begin
            reg_rx_buf <= rx_shift_data;
        end
    end
    assign rx_buf_clear = read_enable & penable & (paddr[11:2] == UART_DATA_OFFSET[11:2]);
    always @(posedge pclk or negedge presetn) begin
        if (~presetn) begin
            rx_buf_full <= 1'b0;
        end
        else if (rx_buf_write) begin
            rx_buf_full <= 1'b1;
        end
        else if (rx_buf_clear) begin
            rx_buf_full <= 1'b0;
        end
    end
    always @(posedge pclk or negedge presetn) begin
        if (~presetn) begin
            tx_state <= 4'h0;
        end
        else begin
            tx_state <= nxt_tx_state;
        end
    end
    assign tx_valid = tx_buf_full & baud_tick & reg_ctrl[0];
  always @(*) begin
    nxt_tx_state = tx_state;
    case (tx_state)
        IDLE : begin
            nxt_tx_state = tx_valid ? START : IDLE;
        end
        START,DATA0,DATA1,DATA2,DATA3,DATA4,DATA5,DATA6,DATA7 : begin
            nxt_tx_state = tx_state + {3'h0, baud_tick};
        end
        STOP : begin
            if (baud_tick)
                nxt_tx_state = tx_valid ? START : IDLE;
        end
        default: nxt_tx_state = IDLE;
    endcase
  end
    always @(posedge pclk or negedge presetn) begin
        if (~presetn) begin
            rx_state <= 4'h0;
        end
        else begin
            rx_state <= nxt_rx_state;
        end
    end
    assign rx_valid = ~rx & baud_tick & reg_ctrl[1];
  always @(*) begin
    nxt_rx_state = rx_state;
    case (rx_state)
        IDLE : begin
            nxt_rx_state = rx_valid ? START : IDLE;
        end
        START,DATA0,DATA1,DATA2,DATA3,DATA4,DATA5,DATA6,DATA7 : begin
            nxt_rx_state = rx_state + {3'h0, baud_tick};
        end
        STOP : begin
            if (baud_tick)
                nxt_rx_state = rx_valid ? START : IDLE;
        end
        default: nxt_rx_state = IDLE;
    endcase
  end
  assign tx_int = reg_tx_int;
  assign rx_int = reg_rx_int;
endmodule
==> results.txt <==
fresh numbers from the pnr run: Core ar. 8890 µm², Commonest flop dfrtp_1, Flop pwr share 51.5%, Critical Path RT 7.52 ns, PD cells 158 nW/µm², Die Wd 98.8 µm, vias in the first global route 3120, register area share after synthesis 48.5%, YS warnings 3, final core occ 62.0%, Final HPWL DP 6200 µm, cell area after placement 5290 µm², Syn Inst Count 415, yosys stat cell total 415, row count 34, RSZ-0062 raised after global routing no, CTS HTree Levels 3, Clk pwr share 34.4%, CTS tree yes, Port Buffers 58, Vias 3146, area delta synth->final 17.8%, critical path launch point type input port, total routed wirelength 8790 µm, Num CTS Buffers 9, family with the most delay on the worst path buffers and inverters, most used cell along the critical path clkdlybuf4s50_1, Leak Pwr 2.55 nW, crit-path cells clkdlybuf4s50_1 > nand3_1 > nor3_1 > buf_4 > and2_1 > clkdlybuf4s50_1, Hold-fix buffers, CTS 0, Int Pwr 0.000632 W, crit end category output port, fin crit share 63.8%, Ant. Diodes 0, fmax 167 MHz, Max IR drop VDD 0.105 mV, clk_skew 0.00941 ns, Clock Tree Buf Depth 2, EDFF count, synth 0, post-layout power 0.000871 W, worst-margin pin slew 0.806 ns, gpl congestion 0.869, cts repair resizes 0, Net Switching 0.000239 W, vias per inst 5.41, status complete, no violations, layout cells sized above 1 16.1%, Worst Setup Path Type in -> out, Max Cap Violations 0, Crit path largest cell delay 0.98 ns, initial DRC count 78, pre-CTS WS 3.41 ns, combinational fraction of design power 14.2%, gr usage total 20.2%, post-route antenna net violation count 0, synthesis area per yosys 4680 µm², CP max-delay cell clkdlybuf4s50_1, first-pass iteration count of the detailed router 4, switching part of the total power 27.4%, clk root buf clkbuf_8, final worst slack 3.40 ns, Commonest Layout Cell dfrtp_1, final instance area 5520 µm², syn avg cell area 11.3 µm², Netlist Area Pre-Place 4680 µm², Worst EP arrival 4.12 ns, Setup Buffers After CTS 0, clock latency on the worst-skew pair 0.36 ns, clk slew on worst S/H paths 0.09 ns, synth unique cells 67, Starting Density 52.6%, I/O pins 87, global-route wire length before repair 15200 µm, die height 98.8 µm, crit path max fanout 16, Tmin final 6.00 ns, headroom to the max-slew limit 45.8%, initial antenna violation count 0, Synth flops 90, Setup TNS 0 ns, final hold vios 0, Routed WL per cell 15.1 µm, final setup vio count 0, fraction of registers with async set/reset 100%, # DRC 0, grt ovf 0, Log Warnings 40, worst hold path class reg -> reg, largest net degree at the start of global routing 50, die area 9750 µm², Top Layout Cells 74 x dfrtp_1, 57 x clkdlybuf4s50_1, 47 x mux2_1, 31 x nor2_1, 20 x a21oi_1, clk sinks 90, Buf/Inv on CP 3, Final Slew Violations 0
## metrics by stage
step                      cells  hold WS, ns
final                       581        0.477
after global routing        581        0.505
after CTS                   581        0.484
after detailed placement    565        0.470
after global placement      565        0.466
after floorplan             427        0.446
## synthesized netlist by cell type, types with 7 or more instances
| master | count | area share, % |
|---|---|---|
| a21oi_1 | 20 | 2.1 |
| and2_1 | 13 | 1.7 |
| buf_4 | 14 | 2.2 |
| clkbuf_1 | 9 | 0.72 |
| dfrtp_1 | 74 | 40 |
| dfstp_2 | 16 | 9.0 |
| inv_1 | 8 | 0.64 |
| mux2_1 | 47 | 11 |
| mux2_2 | 17 | 4.1 |
| nand2_1 | 16 | 1.3 |
| nand3_1 | 7 | 0.75 |
| nor2_1 | 32 | 2.6 |
| nor2b_1 | 9 | 1.2 |
| nor3_1 | 14 | 1.5 |
| o21ai_0 | 10 | 1.1 |
| xnor2_1 | 15 | 2.8 |
## tightest hold or removal path, stage by stage (launching register included)
cell and delay, ns:
dfstp_2 0.37, inv_1 0.05, a21oi_1 0.06
## routing by layer
metal	part of all wire, %	vias up	global-route usage, %
met5	0	-	0
met4	0.77	0	1.49
met3	3.6	5	4.26
met2	45	70	30.1
met1	51	1508	33.7
li1	-	1563	-
## power groups by stage
stage	Clock [W]	Combinational, W	Sequential (W)
CTS	0.000311	0.000125	0.000448
global route	0.000324	0.000141	0.000453
finish	0.000299	0.000123	0.000448
## final timing paths
kind / start / endpoint / slack, ns / cells after the start
hold / removal: tx_shift_data[7]$_DFFE_PN1P_ / tx_shift_data[7]$_DFFE_PN1P_ / 0.48 / 2
min in group asynchronous: presetn / rx_state[1]$_DFF_PN0_ / 1.50 / 1
hold reg to reg: tx_shift_data[7]$_DFFE_PN1P_ / tx_shift_data[7]$_DFFE_PN1P_ / 0.48 / 2
max in group asynchronous: presetn / baud_cnt[9]$_DFFE_PN0P_ / 6.89 / 2
setup reg to reg: baud_tick$_DFF_PN0_ / reg_rx_buf[3]$_DFFE_PN0P_ / 6.70 / 8
setup / recovery: paddr[2] / prdata[10] / 3.40 / 6
## registers in the layout, indices dropped and copies added (netlist names)
signal and cells:
tx_state 4, baud_cnt 20, reg_baud 20, tx_buf_full 1, reg_tx_buf 8, baud_tick 1, reg_rx_int 1, rx_buf_full 1
tx_shift_data 8, rx_state 4, baud_update 1, rx_shift_data 8, reg_ctrl 4, reg_tx_int 1, reg_rx_buf 8
## cell type report
class                   instances  area [µm²]
inverters                       8        30.0
multi-input cells             296        2230
clock inverters                 7         105
fillers                       717        3380
repair buffers                 63         616
flip-flops and latches         90        2270
clock buffers                   9         124
well taps                     108         135
## kinds of logic (layout without fill, tap and decap cells)
| logic type | Yosys count | after routing | share of synthesized area (%) |
|---|---|---|---|
| buffers and inverters | 41 | 87 | 4.89 |
| and+or+nand+nor | 125 | 125 | 15.4 |
| other | 2 | 14 | 0.160 |
| xor gates and xnor gates | 18 | 18 | 3.37 |
| AOI/OAI and AO/OA | 63 | 63 | 9.12 |
| adders and majority gates | 5 | 5 | 1.34 |
| DFF | 90 | 90 | 48.5 |
| muxes | 71 | 71 | 17.2 |
Power is estimated from default activity; no workload was simulated.
